===== ./config.mk =====
export PLATFORM = sky130hd
export DESIGN_NAME = display32bits
export DESIGN_NICKNAME = display32bits
export VERILOG_FILES = /design/flow/design.v
export SDC_FILE = /design/flow/constraint.sdc
export NUM_CORES = 4
export LEC_CHECK = 1
export CORE_AREA = 10 10 103 103
export DIE_AREA = 0 0 113 113

===== ./constraint.sdc =====
current_design display32bits

set clk_period 3.1
set clk_io_pct 0.2

create_clock -name clk0 -period $clk_period [get_ports {clk}]

set non_clock_inputs [all_inputs -no_clocks]
set_input_delay [expr $clk_period * $clk_io_pct] -clock clk0 $non_clock_inputs
set_output_delay [expr $clk_period * $clk_io_pct] -clock clk0 [all_outputs]

===== ./design.v =====
`timescale 1ns / 1ps
module display32bits(clk,disp_num,digit_anode,segment);
input          clk;
input  [31:0]  disp_num;
output [7:0]   digit_anode;
output [7:0]   segment;
reg    [7:0]   digit_anode;
reg    [7:0]   segment;
reg    [12:0]  cnt=0;
wire   [31:0]  disp_num;
reg    [3:0]   num;
always @(posedge clk)begin
case(cnt[12:10])
 3'b000:begin
 digit_anode = 8'b11111110;
 num = disp_num[3:0];
 end
3'b001:begin
  digit_anode = 8'b11111101;
  num = disp_num[7:4];
  end
 3'b010:begin
  digit_anode = 8'b11111011;
  num = disp_num[11:8];
  end
 3'b011:begin
  digit_anode = 8'b11110111;
  num = disp_num[15:12];
  end
 3'b100:begin
 digit_anode = 8'b11101111;
 num = disp_num[19:16];
 end
3'b101:begin
  digit_anode = 8'b11011111;
  num = disp_num[23:20];
  end
 3'b110:begin
  digit_anode = 8'b10111111;
	num = disp_num[27:24];
  end
 3'b111:begin
  digit_anode = 8'b01111111;
  num = disp_num[31:28];
  end
endcase	
case(num)
4'b0000:segment=8'b11000000;
4'b0001:segment=8'b11111001;
4'b0010:segment=8'b10100100;
4'b0011:segment=8'b10110000;
4'b0100:segment=8'b10011001;
4'b0101:segment=8'b10010010;
4'b0110:segment=8'b10000010;
4'b0111:segment=8'b11111000;
4'b1000:segment=8'b10000000;
4'b1001:segment=8'b10010000;
4'b1010:segment=8'b10001000;
4'b1011:segment=8'b10000011;
4'b1100:segment=8'b11000110;
4'b1101:segment=8'b10100001;
4'b1110:segment=8'b10000110;
4'b1111:segment=8'b10001110;
endcase
end
always@(posedge clk) begin
cnt<=cnt+1;
end
endmodule

===== ./run.sh =====
#!/bin/bash
# OpenROAD 26Q1-2900-gdf79404cd8, Yosys 0.63+post, stock flow scripts
make -C /OpenROAD-flow-scripts/flow DESIGN_CONFIG=/design/flow/config.mk WORK_HOME=/design/flow/orfs finish

==> notes.md <==
The synthesis and place-and-route flow finished, so here is a summary.

The vias after detailed routing came out at 1106. For the pin with the worst max-slew slack, the measured transition is 0.6595 ns. The placer's final routability congestion estimate came out at 0.8157.

The number of distinct standard cells referenced by the synthesized netlist came out at 42. The tightest min-delay check is of the register to register type. Hold is met by 0.4176 ns. The total congestion overflow is 0. The maximum operating frequency is 377.9 MHz.

Summing internal, switching and leakage power gives 0.6835 mW. The growth of design area from synthesis to finish is 43.86%. The tree is rooted in a sky130_fd_sc_hd__clkbuf_8. The overall die width came out at 113 um. Walking the worst path, the cells encountered are clkdlybuf4s50_1, nand2_1, o211ai_1, o21ai_0, a21oi_1, inv_1, ha_1, inv_1, mux4_2.

Setup repair after global routing left no endpoint under its margin. The number of hold buffers added after cts came out at 0. Grouping non-sequential cells by family puts the most area in simple AND/OR/NAND/NOR gates. The floorplan-stage core utilization came out at 0.1695. The leakage power figure came out at 0.7215 nW.

For hold timing, the worst endpoint is cnt[0]$_DFF_P_. Ranked by total cell area, the synthesized netlist is headed by sky130_fd_sc_hd__dfxtp_1 40%, sky130_fd_sc_hd__mux2i_1 7.8%, sky130_fd_sc_hd__ha_1 6.2%, sky130_fd_sc_hd__xnor2_1 5.0%, sky130_fd_sc_hd__nand2_1 3.2%. In this run the tightest slew margin relative to its limit is 0.5597. For reference, the mux area share after synthesis is 0.1023. Yosys stat counts 145 cells in the synthesized netlist. The via count of the first global-routing pass is 1117. The area reported by Yosys stat is 0.001406 sq mm. The final timing summary puts the cycle share of the worst path at 0.8536. The post-CTS setup buffer count came out at 0.

The number of warnings reported in the yosys synthesis log is 1. Per the post-CTS timing run, clock transition at the registers of the reported paths is 0.09 ns. The depth of the most critical reg-to-reg path is 7. Before CTS, the worst setup slack after placement is 0.1747 ns. Summing over the stages, the warning tally comes to 30. For the final routed database, the setup TNS stands at 0 ns. The total power density per cell area came out at 337.8 mW/mm^2. The worst setup path is launched from an input port. The filler cell count in the final layout is 894. Along the worst path, the maximum fanout reaches 6. The met2 routed wirelength came out at 1518 um.

The largest stage delay on the critical path is 0.46 ns. The I/O pin total came out at 49. The proportion of layout cells with a drive suffix above 1 came out at 0.08854. The total CTS buffers is 3. The initial antenna violation count is 0. The worst-skew pair later-pin latency came out at 0.27 ns. The pin count of the biggest net entering global routing is 17. The area inside the core boundary came out at 0.008299 sq mm. The total of cells resized after clock tree synthesis came out at 0. The cell with the largest stage delay on the worst path is sky130_fd_sc_hd__a21oi_1. The area of the die came out at 0.01277 sq mm. The aoi/oai-family share of the synthesized area came out at 0.1157. The number of violations reported at the end of detailed-routing iteration 0 is 27. Yosys mapped a number of flops with a built-in enable equal to 0. The worst supply voltage drop on vdd came out at 0.1738 mV. Before any placement, the netlist area is recorded as 0.001406 sq mm. The number of levels in the clock H-tree came out at 1. The cell-mix breakdown from Yosys lists the simple-gate area share as 0.1806. The total routing usage reported by global routing is 0.05759. After synthesis, the most frequently instantiated cells are 28 x sky130_fd_sc_hd__dfxtp_1, 12 x sky130_fd_sc_hd__nand2_1, 11 x sky130_fd_sc_hd__mux2i_1, 8 x sky130_fd_sc_hd__nor2_1, 8 x sky130_fd_sc_hd__xnor2_1. The post-synthesis sequential element count came out at 28. The final report gives the standard cell area, fillers excluded, as 0.002023 sq mm. TritonCTS built the clock tree. After detailed routing, no signal wire sits above met4.

The endpoint identified for the worst register-to-register timing path is segment[3]$_DFF_P_. The xor and xnor area share after synthesis is 0.07473. The sum of met3 wire segment lengths after detailed routing came out at 333 um.

The arrival time at the worst endpoint came out at 2.80 ns. The residual antenna-violating net count after detailed routing is 0. The number of buffers on the longest clock path is 2.

The total wirelength of the detailed-routed design came out at 3724 um. The post-placement cell area is 0.001968 sq mm. The routed design shows a via density per instance of 3.724. Pins over their slew limit in the final report were tallied at 0. The data required time at the worst endpoint came out at 3.25 ns. The number of instances in the synthesized netlist is 145. The final non-filler cell total is 297. The worst path needs 2.646 ns of the cycle, external delays included. For flop-to-flop paths, the worst setup slack is 0.48 ns. The number of placement rows came out at 33.

The global-route wire length before repair is 5961 um. The final tally of hold violations is 0. The number of violations of the max-capacitance limit is 0. The remaining design rule violation count is 0. The placement report lists the number of port buffers as 47.

The met1 layer wirelength in the final routing came out at 1841 um. The setup skew after layout is 0.003147 ns. The utilization after layout came out at 0.2438. The category of the worst setup path capture point is a register.

The count of TritonRoute iterations in the first routing pass came out at 4. The total of endpoints with negative setup slack in the final report came out at 0. According to the CTS report, the clock sink count is 28. The post-synthesis area per instance came out at 9.699 sq um. In this run the critical register-to-register path is launched from cnt[11]$_DFF_P_. The area share of the largest cell type after synthesis came out at 0.3986. The cell depth of the worst min-delay path is 1.

The library cell with the highest instance count after synthesis is sky130_fd_sc_hd__dfxtp_1. The startpoint of the tightest hold check path is cnt[0]$_DFF_P_. The routed design shows a wire length per standard cell of 12.54 um.

The most used flip-flop cell after synthesis is sky130_fd_sc_hd__dfxtp_1. Looking at area per cell type in the netlist, the leader is sky130_fd_sc_hd__dfxtp_1. The placed cell count is 293. The arithmetic-cell share of the synthesized area counting full adders, half adders and majority gates came out at 0.06228. The number of inserted diodes is 0. The vertical die dimension reported for this design is 113 um. The category of the most critical setup path is input port to register. The sequential area share after synthesis is 0.3986. The setup slack of the critical path after layout is 0.4540 ns. The run finished with clean final reports. The proportion of synthesized flip-flops having asynchronous set or reset came out at 0. Counting stages on the worst path, the most repeated cell is sky130_fd_sc_hd__inv_1. The final HPWL from detailed placement is 3166 um.
[area by class of cell]
cell class	instances	area (sq um)	share of cell area
clock buffer	4	55.05	0.02721
multi-input combinational	103	757.0	0.3741
sequential	28	560.5	0.2771
timing repair buffer	50	493.0	0.2437
tap	105	131.4	0.06494
inverter	7	26.28	0.01299
[layout by cell type, fill, tap and decap left out, types with 2 or more instances in the layout]
cell type / n
sky130_fd_sc_hd__buf_4: 3
sky130_fd_sc_hd__xor2_1: 4
sky130_fd_sc_hd__o22ai_1: 5
sky130_fd_sc_hd__ha_1: 7
sky130_fd_sc_hd__o21ai_0: 3
sky130_fd_sc_hd__and3_1: 4
sky130_fd_sc_hd__inv_1: 7
sky130_fd_sc_hd__xnor2_1: 8
sky130_fd_sc_hd__nor2_1: 8
sky130_fd_sc_hd__nand3_1: 7
sky130_fd_sc_hd__a21oi_1: 2
sky130_fd_sc_hd__mux2i_1: 11
sky130_fd_sc_hd__nand2_1: 12
sky130_fd_sc_hd__nand2b_1: 4
sky130_fd_sc_hd__dfxtp_1: 28
sky130_fd_sc_hd__or2_2: 2
sky130_fd_sc_hd__clkbuf_8: 4
sky130_fd_sc_hd__nor3_1: 2
sky130_fd_sc_hd__and2_1: 2
sky130_fd_sc_hd__o21ai_1: 2
sky130_fd_sc_hd__clkdlybuf4s50_1: 47
[state kept, by name, summed over array words and instances, names as in the netlist]
signal,cells
cnt,13
digit_anode,8
segment,7
[critical path: cells and delay by family]
family / cells / cell delay [ns]
AOI/OAI and AO/OA: 3 / 0.74
adders and majority gates: 1 / 0.31
buffers and inverters: 3 / 0.65
muxes: 1 / 0.43
and+or+nand+nor: 1 / 0.05
[cell families (layout without fill, tap and decap cells)]
| kind of cell | Yosys count | count (layout) |
|---|---|---|
| AND-OR/OR-AND | 22 | 22 |
| XOR/XNOR | 12 | 12 |
| adder cells (fa/ha/maj) | 7 | 7 |
| buffers and inverters | 14 | 61 |
| flip-flops | 28 | 28 |
| multiplexers | 13 | 13 |
| other | 1 | 1 |
| AND/OR/NAND/NOR | 48 | 48 |
[how the worst max path moves through the flow]
stage / from / slack, ns / cells after the start / end
6_report: disp_num[25] / 0.45 / 9 / segment[3]$_DFF_P_
4_1_cts: disp_num[13] / 0.46 / 9 / segment[3]$_DFF_P_
5_1_grt: cnt[11]$_DFF_P_ / 0.28 / 7 / segment[3]$_DFF_P_
[where the power goes]
part,switching [mW],internal (mW)
Sequential,0.00182,0.367
Combinational,0.0282,0.0633
Clock,0.109,0.114
[routing by layer]
| metal | vias to the layer above | GRT usage |
|---|---|---|
| met1 | 479 | 0.07928 |
| met3 | 2 | 0.02350 |
| met4 | 0 | 0.005076 |
| met2 | 36 | 0.08602 |
| li1 | 589 | - |
| met5 | - | 0 |
Power figures rest on the tool's default switching activity, not on a simulated workload.
