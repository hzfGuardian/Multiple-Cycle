$ cat design/flow/run.sh
#!/bin/bash
# OpenROAD 26Q1-2900-gdf79404cd8, Yosys 0.63+post, stock flow scripts
make -C /OpenROAD-flow-scripts/flow DESIGN_CONFIG=/design/flow/config.mk WORK_HOME=/design/flow/orfs finish
$ cat design/flow/config.mk
export PLATFORM = sky130hd
export DESIGN_NAME = display16bits
export DESIGN_NICKNAME = display16bits
export VERILOG_FILES = /design/flow/design.v
export SDC_FILE = /design/flow/constraint.sdc
export NUM_CORES = 4
export LEC_CHECK = 1
export CORE_AREA = 10 10 91 91
export DIE_AREA = 0 0 101 101
$ cat design/flow/constraint.sdc
current_design display16bits

set clk_period 2.8
set clk_io_pct 0.2

create_clock -name clk0 -period $clk_period [get_ports {clk}]

set non_clock_inputs [all_inputs -no_clocks]
set_input_delay [expr $clk_period * $clk_io_pct] -clock clk0 $non_clock_inputs
set_output_delay [expr $clk_period * $clk_io_pct] -clock clk0 [all_outputs]
$ cat design/flow/design.v
`timescale 1ns / 1ps
module display16bits(
input wire        clk,
input wire [15:0] digit,
output reg [ 3:0] node,
output reg [ 7:0] segment);
reg [3:0]  code  =  4'b0;
reg [15:0] count = 15'b0;
always @(posedge clk) begin
    case (count[15:14])
        2'b00 : begin
            node <= 4'b1110; 
            code <= digit[3:0];
            end
        2'b01 : begin
            node <= 4'b1101;
            code <= digit[7:4];
            end
        2'b10 : begin
            node <= 4'b1011;
            code <= digit[11:8];
            end
        2'b11 : begin
            node <= 4'b0111;
            code <= digit[15:12];
            end
    endcase
    case (code)
        4'b0000: segment <= 8'b11000000;
        4'b0001: segment <= 8'b11111001;
        4'b0010: segment <= 8'b10100100;
        4'b0011: segment <= 8'b10110000;
        4'b0100: segment <= 8'b10011001;
        4'b0101: segment <= 8'b10010010;
        4'b0110: segment <= 8'b10000010;
        4'b0111: segment <= 8'b11111000;
        4'b1000: segment <= 8'b10000000;
        4'b1001: segment <= 8'b10010000;
        4'b1010: segment <= 8'b10001000;
        4'b1011: segment <= 8'b10000011;
        4'b1100: segment <= 8'b11000110;
        4'b1101: segment <= 8'b10100001;
        4'b1110: segment <= 8'b10000110;
        4'b1111: segment <= 8'b10001110;
        default: segment <= 8'b00000000;
    endcase
    count <= count + 1;
end
endmodule
==> run_results.csv <==
group,metric,value,unit
worst_setup_path,reg2reg_depth,5,
detailed_routing,antennaDiodeCount,0,
power_and_ir_drop,vdd_drop_max,0.232,mV
job,cap_violations,0,
floorplan,design.core.area,6350,µm²
detailed_routing,drc,0,
grt,grt_pass1_wl,3600,µm
grt,grt_overflow,0,
final_layout,layout.cells.non_filler,227,
clock_network,cts_setup_buffers,0,
clock_network,path_clk_slew,0.06,ns
worst_hold_path,hp-class,"flip-flop to flip-flop",
clock_network,htreeDepth,2,
placement,hpwlAfterDp,1820,µm
sta,fin_crit,1.60,ns
logic_synthesis,synth_cells,122,
detailed_routing,routed_wl,2360,µm
placement,postPlaceCellArea,1640,µm²
power_and_ir_drop,power,0.835,mW
sta,maxSlewViolCount,0,
sta,post-route-period-util,57.3,%
worst_setup_path,slowest_stage,"clkdlybuf4s50_1",
clock_network,post_cts.resized_instances,0,
logic_synthesis,syn-mean-instance-area,10.6,µm²
sta,finalSetupViolations,0,
sta,fin_hold_ws,0.432,ns
detailed_routing,dr.pass1.iters,4,
outcome,status,"completed",
job,warning_count,31,
logic_synthesis,synth_top_area_share,47.8,%
worst_setup_path,cp-endpoint,"segment[4]",
floorplan,io_pins,29,
logic_synthesis,ys_seq_elements,31,
logic_synthesis,yosys_area,1300,µm²
grt,grt_max_degree,15,
worst_setup_path,crit_chain,"clkdlybuf4s50_1",
clock_network,cts-buffers-inserted,5,
clock_network,hold_buffers,0,
worst_setup_path,r2r_start,"code[0]$_DFF_P_",
worst_setup_path,crit_path_start_kind,"flip-flop",
worst_setup_path,cp_num_buf_inv,1,
floorplan,die_y,101,µm
detailed_routing,drtIter0Drc,17,
worst_setup_path,cp.depth,1,
logic_synthesis,synthArstFlopShare,0,%
placement,gp_congestion,0.775,
final_layout,areaGrowthSynthToFinish,31.7,%
clock_network,clkSinkCount,31,
floorplan,die-area,10200,µm²
detailed_routing,vias,926,
clock_network,cts_tree,"built",
sta,skew,0.00523,ns
final_layout,design_area,1710,µm²
logic_synthesis,netlist-cell-type-count,26,
detailed_routing,antenna_left,0,
logic_synthesis,flop_cell,"dfxtp_1",
final_layout,n_fill_cell,651,
logic_synthesis,most_common_cell,"dfxtp_1",
placement,portBuffers,27,
logic_synthesis,synth-edff-count,0,
grt,antenna_found_initial,0,
logic_synthesis,yosysCellCount,122,
placement,place_inst,221,
logic_synthesis,common_cells,"31 x dfxtp_1, 8 x ha_1, 8 x nand2_1, 8 x xor2_1, 7 x inv_1",
detailed_routing,wl_per_cell,10.4,µm
worst_setup_path,critical-path-top-delay-family,"buffers and inverters",
sta,rsz0062_at_grt,"no",
worst_setup_path,crit_path_end_kind,"output port",
logic_synthesis,yosysWarningCount,1,
sta,fmax,623,MHz
worst_setup_path,crit_type,"flip-flop to output port",
clock_network,clockBufferDepth,2,
worst_setup_path,r2r_end,"segment[1]$_DFF_P_",
grt,grt_util_all_layers,4.30,%
floorplan,fp.dieW,101,µm
worst_setup_path,reg2reg_slack,1.39,ns
floorplan,fp_util,20.5,%
worst_setup_path,required,2.24,ns
power_and_ir_drop,power.density,488,nW/µm²
logic_synthesis,synth-seq-area-share,47.8,%
worst_setup_path,crit_fanout,1,
worst_setup_path,cp_slowest_stage_delay,0.46,ns
power_and_ir_drop,p_leak,0.673,nW
logic_synthesis,synth_area,1300,µm²
final_layout,drive_above_1_share,9.33,%
sta,hold_violations,0,
detailed_routing,via_per_inst,4.08,
clock_network,cts_root_buffer,"clkbuf_8",
clock_network,insertion_delay,0.27,ns
worst_setup_path,cp_data_arrival_time,1.04,ns
grt,grt_pass1_vias,789,
worst_setup_path,critPathLaunch,"segment[4]$_DFF_P_",
logic_synthesis,top_area_cell,"dfxtp_1",
floorplan,num_rows,29,
sta,tns,0,ns
logic_synthesis,netlist_top_cells_area,"dfxtp_1 48%, ha_1 7.7%, mux4_2 6.9%, xor2_1 5.4%, xnor2_1 4.0%",
## metal layers
layer | GRT usage (%) | part of all wire (%) | vias up
met5 | 0 | 0 | -
met3 | 1.80 | 8.7 | 0
met4 | 0.429 | 0 | 0
li1 | - | - | 476
met1 | 5.44 | 44 | 426
met2 | 6.98 | 47 | 24
## per-stage QoR
step	utilization, %	setup slack (ns)
floorplan	-	1.56
global placement	25.8	1.23
detailed placement	25.8	1.23
CTS	26.9	1.17
global route	26.9	1.14
finish	26.9	1.20
## flip-flops by register name (all words and copies together), names as in the netlist
| name | flops |
|---|---|
| code | 4 |
| count | 16 |
| node | 4 |
| segment | 7 |
## report_power, final
part | internal (mW) | switching [mW]
combinational | 0.0493 | 0.0157
sequential | 0.453 | 0.00961
clock | 0.165 | 0.142
## layout by cell type, fill, tap and decap left out
cell type,synthesis,layout
a21oi_1,1,1
a22o_1,1,1
a32o_1,1,1
and4_2,1,1
clkbuf_1,2,1
clkbuf_8,0,5
clkdlybuf4s50_1,0,27
conb_1,1,1
dfxtp_1,31,31
ha_1,8,8
inv_1,7,7
mux2_2,2,2
mux2i_1,3,3
mux4_2,4,4
nand2_1,8,8
nand2b_1,4,4
nand3_1,6,6
nand4_1,4,4
nand4_2,1,1
nor2_1,6,6
nor3_1,3,3
nor4_1,4,4
o21ai_0,6,6
or2_2,1,1
xnor2_1,6,6
xor2_1,8,8
## cell families after synthesis
group	count (synthesis)	synth area share, %
compound gates	9	4.14
xor+xnor	14	9.44
fa+ha+maj	8	7.71
buf+inv	12	4.14
flops	31	47.8
mux	9	11.0
other cells	1	0.289
simple gates	38	15.5
## how the worst min path moves through the flow
stage / startpoint / endpoint / slack [ns] / cells after the start
4_1_cts: count[0]$_DFF_P_ / count[0]$_DFF_P_ / 0.43 / 1
5_1_grt: count[0]$_DFF_P_ / count[0]$_DFF_P_ / 0.44 / 1
6_report: count[0]$_DFF_P_ / count[0]$_DFF_P_ / 0.43 / 1
## cell type report
type / instances / area, µm² / share of cell area [%]
clock buffer: 6 / 72.6 / 4.24
timing repair buffer: 27 / 270 / 15.8
inverter: 7 / 26.3 / 1.54
multi-input combinational: 79 / 624 / 36.5
tap: 77 / 96.3 / 5.63
sequential: 31 / 621 / 36.3
Power is estimated from default activity; no workload was simulated.
